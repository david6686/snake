### /design/flow/config.mk
export PLATFORM = sky130hd
export DESIGN_NAME = snake
export DESIGN_NICKNAME = snake
export VERILOG_FILES = /design/flow/design.v
export SDC_FILE = /design/flow/constraint.sdc
export NUM_CORES = 4
export LEC_CHECK = 1
export CORE_UTILIZATION = 30
export SYNTH_HDL_FRONTEND = slang
### /design/flow/constraint.sdc
current_design snake

set clk_period 6.5
set clk_io_pct 0.2

create_clock -name clk0 -period $clk_period [get_ports {clk}]

set non_clock_inputs [all_inputs -no_clocks]
set_input_delay [expr $clk_period * $clk_io_pct] -clock clk0 $non_clock_inputs
set_output_delay [expr $clk_period * $clk_io_pct] -clock clk0 [all_outputs]
### /design/flow/design.v
module snake(hex3_d,hex2_d,hex1_d,hex0_d,p,sw,button,clk,rst);
output [6:0]hex0_d;
output [6:0]hex1_d;
output [6:0]hex2_d;
output [6:0]hex3_d;
input rst;
reg [2:0]hex_d[11:0];
reg  [6:0]record[30:0];    
reg [3:0]x;
reg [2:0]y;
reg [3:0]regp=3'b000;
integer length=0;   
integer initheadx=7;
integer initheady=0;
integer headx;
integer heady;
integer tempheadx;
integer tempheady;
reg [1:0]tempdirection=2'b11;
reg [1:0]direction=2'b11;
reg blockdirection=1'b0;
output [3:0]p;
input clk;
input [3:0]sw;
input [2:0]button;
reg [26:0]clkcount;
reg cycle;
reg error=1'b0;
reg delete;
integer i;
integer j;
initial begin
	for (i = 0; i < 12; i = i + 1)
	begin
		hex_d[i]=3'b111;
	end
	for (i = 0; i < 31; i = i + 1)
	begin
		record[i]=7'b1111111;
	end
	hex_d[initheadx][initheady]=1'b0;
	headx=initheadx;
	heady=initheady;
	x=headx;	
	y=heady;	
	record[length]={x,y};
end
assign p[3]=!regp[3];
assign p[2]=!regp[2];
assign p[1]=!regp[1];
assign p[0]=!regp[0];
always@(posedge clk)
begin
clkcount<=clkcount+1'b1;
cycle=clkcount[25];
end
always@(posedge cycle)
begin
	delete=1'b1;
	if(sw[0])
		regp[0]=1'b1;
	if(sw[1])
		regp[1]=1'b1;
	if(sw[2])
		regp[2]=1'b1;
	if(sw[3])
		regp[3]=1'b1;
	delete=1'b1;
	tempheadx=headx;
	tempheady=heady;
	if(button[2]==1'b1)
	begin
		if(button[1]==1'b0&&button[0]==1'b1)
		begin
			direction=2'b11;
		end
		else if(button[1]==1'b1&&button[0]==1'b0)
		begin
			direction=2'b01;
		end
		else
		begin
			direction=2'b00;
		end
	end
	else
	begin
		direction=2'b10;
	end
	tempdirection=direction;
	if(error==1'b0)
	begin
		if(headx==0&&heady==0&&direction==2'b01&&regp[3]==1'b1)
		begin
			regp[3]=1'b0;
			delete=1'b0;
		end
		if(headx==0&&heady==0&&direction==2'b11&&regp[0]==1'b1)
		begin
			regp[0]=1'b0;
			delete=1'b0;
		end
		if(headx==3&&heady==0&&direction==2'b01&&regp[2]==1'b1)
		begin
			regp[2]=1'b0;
			delete=1'b0;
		end
		if(headx==3&&heady==0&&direction==2'b11&&regp[3]==1'b1)
		begin
			regp[3]=1'b0;
			delete=1'b0;
		end
		if(headx==6&&heady==0&&direction==2'b01&&regp[1]==1'b1)
		begin
			regp[1]=1'b0;
			delete=1'b0;
		end
		if(headx==6&&heady==0&&direction==2'b11&&regp[2]==1'b1)
		begin
			regp[2]=1'b0;
			delete=1'b0;
		end
		if(headx==9&&heady==0&&direction==2'b11&&regp[1]==1'b1)
		begin
			regp[1]=1'b0;
			delete=1'b0;
		end
		if(headx==9&&heady==0&&direction==2'b01&&regp[0]==1'b1)
		begin
			regp[0]=1'b0;
			delete=1'b0;
		end
	end
	if(rst==1'b0)
	begin
		delete=1'b1;
		error=1'b0;
		tempdirection=2'b11;
		direction=2'b11;
		blockdirection=1'b0;
		for (i = 0; i < 12; i = i + 1)
		begin
			hex_d[i]=3'b111;
		end
		for (i = 0; i < 31; i = i + 1)
		begin
			record[i]=7'b1111111;
		end
		headx=initheadx;
		heady=initheady;
		x=headx;	
		y=heady;	
		record[length]={x,y};
		length=0;
		hex_d[0][0]=1'b1;
		hex_d[0][1]=1'b1;
		hex_d[0][2]=1'b1;
		hex_d[1][0]=1'b1;
		hex_d[1][1]=1'b1;
		hex_d[1][2]=1'b1;
		hex_d[2][0]=1'b1;
		hex_d[3][0]=1'b1;
		hex_d[3][1]=1'b1;
		hex_d[3][2]=1'b1;
		hex_d[4][0]=1'b1;
		hex_d[4][1]=1'b1;
		hex_d[4][2]=1'b1;
		hex_d[5][0]=1'b1;
		hex_d[6][0]=1'b1;
		hex_d[6][1]=1'b1;
		hex_d[6][2]=1'b1;
		hex_d[7][0]=1'b1;
		hex_d[7][1]=1'b1;
		hex_d[7][2]=1'b1;
		hex_d[8][0]=1'b1;
		hex_d[9][0]=1'b1;
		hex_d[9][1]=1'b1;
		hex_d[9][2]=1'b1;
		hex_d[10][0]=1'b1;
		hex_d[10][1]=1'b1;
		hex_d[10][2]=1'b1;
		hex_d[11][0]=1'b1;
		hex_d[initheadx][initheady]=1'b0;
	end
	else if(error==1'b0)
	begin
	if(headx==initheadx&&heady==initheady)
		tempdirection=direction;
	case(direction)
	2'b00:
	begin
		if(heady==0)
		begin
			if(blockdirection==1'b0)
			begin
				heady=heady+1;
			end
			else if(blockdirection==1'b1)
			begin
				heady=heady+2;
			end
			if(headx==2||headx==5||headx==8||headx==11)
			begin
				headx=headx-2;
			end
			blockdirection=1'b0;
		end
		else
		begin
			headx=headx+1;
		end
		blockdirection=1'b0;
	end
	2'b01:
	begin
		if(heady!=0)
		begin
			if(blockdirection==1'b1)
			begin			
				if(heady==2)
					headx=headx+3;
				heady=0;
			end
			else if(blockdirection==1'b0)
			begin			
				headx=headx+1;
				blockdirection=1'b1;
				if(heady==2)
					headx=headx+3;
				heady=0;
			end
		end
		else
		begin
			headx=headx+3;
		end
		blockdirection=1'b1;
	end
	2'b10:
	begin
		if(heady==0)
		begin
			if(blockdirection==1'b0)
			begin
				heady=heady+1;
				headx=headx-1;
			end
			else if(blockdirection==1'b1)
			begin
				heady=heady+2;
				headx=headx-1;
			end
		end
		else
		begin
			headx=headx-1;
		end
		blockdirection=1'b1;
	end
	2'b11:
	begin
		if(heady!=0)
		begin
			if(blockdirection==1'b1)
			begin			
				if(heady==1)
					headx=headx-3;
				heady=0;
			end
			else if(blockdirection==1'b0)
			begin			
				headx=headx+1;
				blockdirection=1'b0;
				if(heady==1)
					headx=headx-3;
				heady=0;
			end
		end
		else
		begin
			headx=headx-3;
		end
		blockdirection=1'b0;
	end
	endcase
	if(tempheadx==10&&headx==11&&direction==2'b00)
	begin
		headx=9;
	end
	else if(tempheadx==7&&headx==8&&direction==2'b00)
	begin
		headx=6;
	end
	else if(tempheadx==4&&headx==5&&direction==2'b00)
	begin
		headx=3;
	end
	else if(tempheadx==1&&headx==2&&direction==2'b00)
	begin
		headx=0;
	end
	else if(tempheadx==0&&headx==-1)
	begin
		headx=1;
	end
	else if(tempheadx==3&&headx==2)
	begin
		headx=4;
	end
	else if(tempheadx==6&&headx==5)
	begin
		headx=7;
	end
	else if(tempheadx==9&&headx==8)
	begin
		headx=10;
	end
	else if(headx==-1)
	begin
		headx=11;
	end
	else if(headx==-2)
	begin
		headx=10;
	end
	else if(headx==-3)
	begin
		headx=9;
	end
	else if(headx==14)
	begin
		headx=2;
	end
	else if(headx==13)
	begin
		headx=1;
	end
	else if(headx==12)
	begin
		headx=0;
	end
	if(error==1'b0)
	begin
		if(delete==1'b1)
		begin
			y={record[0][2],record[0][1],record[0][0]};
			x={record[0][6],record[0][5],record[0][4],record[0][3]};
			hex_d[x][y]=1'b1;	
			for(i=0;i<30;i=i+1)
			begin
				record[i]=record[i+1];
			end
			length=length-1;
		end
	end
	if(hex_d[headx][heady]==1'b0)
		error=1'b1;
	if(error==1'b0)
	begin
		hex_d[headx][heady]=1'b0;
		length=length+1;
		x=headx;
		y=heady;
		record[length]={x,y};
	end
	end
	else if(error==1'b1)
	begin
		hex_d[0][0]=1'b0;
		hex_d[0][1]=1'b0;
		hex_d[0][2]=1'b1;
		hex_d[1][0]=1'b0;
		hex_d[1][1]=1'b0;
		hex_d[1][2]=1'b1;
		hex_d[2][0]=1'b0;
		hex_d[3][0]=1'b1;
		hex_d[3][1]=1'b0;
		hex_d[3][2]=1'b0;
		hex_d[4][0]=1'b0;
		hex_d[4][1]=1'b0;
		hex_d[4][2]=1'b0;
		hex_d[5][0]=1'b0;
		hex_d[6][0]=1'b1;
		hex_d[6][1]=1'b0;
		hex_d[6][2]=1'b0;
		hex_d[7][0]=1'b0;
		hex_d[7][1]=1'b0;
		hex_d[7][2]=1'b0;
		hex_d[8][0]=1'b0;
		hex_d[9][0]=1'b0;
		hex_d[9][1]=1'b1;
		hex_d[9][2]=1'b1;
		hex_d[10][0]=1'b1;
		hex_d[10][1]=1'b1;
		hex_d[10][2]=1'b1;
		hex_d[11][0]=1'b1;
	end
end
assign hex0_d[0]=hex_d[2][0];
assign hex0_d[1]=hex_d[1][2];
assign hex0_d[2]=hex_d[0][2];
assign hex0_d[3]=hex_d[0][0];
assign hex0_d[4]=hex_d[0][1];
assign hex0_d[5]=hex_d[1][1];
assign hex0_d[6]=hex_d[1][0];
assign hex1_d[0]=hex_d[5][0];
assign hex1_d[1]=hex_d[4][2];
assign hex1_d[2]=hex_d[3][2];
assign hex1_d[3]=hex_d[3][0];
assign hex1_d[4]=hex_d[3][1];
assign hex1_d[5]=hex_d[4][1];
assign hex1_d[6]=hex_d[4][0];
assign hex2_d[0]=hex_d[8][0];
assign hex2_d[1]=hex_d[7][2];
assign hex2_d[2]=hex_d[6][2];
assign hex2_d[3]=hex_d[6][0];
assign hex2_d[4]=hex_d[6][1];
assign hex2_d[5]=hex_d[7][1];
assign hex2_d[6]=hex_d[7][0];
assign hex3_d[0]=hex_d[11][0];
assign hex3_d[1]=hex_d[10][2];
assign hex3_d[2]=hex_d[9][2];
assign hex3_d[3]=hex_d[9][0];
assign hex3_d[4]=hex_d[9][1];
assign hex3_d[5]=hex_d[10][1];
assign hex3_d[6]=hex_d[10][0];
endmodule 
### /design/flow/run.sh
#!/bin/bash
# OpenROAD 26Q1-2900-gdf79404cd8, Yosys 0.63+post, stock flow scripts
make -C /OpenROAD-flow-scripts/flow DESIGN_CONFIG=/design/flow/config.mk WORK_HOME=/design/flow/orfs finish
==> results.ini <==
[final_timing]
untimed_endpoints=511
slew_viol_final=0
fin_skew_ps=5.73
relSlewSlack_pct=33.4
worst_slew_pin_slew_ps=990
unclocked_regs=355
period_used_pct=30.0
hold_viol=0
grt_setup_unrepaired=no
tns_ps=0
timing.final.crit_period_ps=1950
max_freq_mhz=513
setup_viol=0

[critical_path]
startpoint=clkcount[4]
slowest_delay_ps=380
crit_required_ps=6650
path_max_fanout=4
worst-path-buf-inv=0
arrival_ps=2100
crit_type=reg2reg
r2r-start=clkcount[4]
crit_path_end_kind=flop
cp_top_family=simple AND/OR/NAND/NOR gates
startpoint_type=flop
cp_slowest_cell=dfxtp_1
crit_top_cell=and3_1
crit_path_cell_trace=and3_1, and3_1, and3_1, nand4_1, nor2_1, nand4_1, xnor2_1

[flow_run]
warnings=51
cap_violations=0

[power]
p_per_area_nw_per_um2=25.0
peakVddDrop_v=0.000108
cellLeakagePower_nw=12.0

[placed_design]
dp_cells=5493
hpwl_mm=90.8
numPortBuffers=40
gp_routability_congestion=1.04

[floorplanning]
chip_area_um2=106000
coreArea_um2=104000
die_w_um=326
floorplan.core_util_pct=30.3
die_h_um=326
pin_count=41
row_count=118

[synth]
numSynthFlops=382
yosys.area.top_type=dfxtp_1
ys_top_cells_by_count=nand2_1, a21oi_1, clkbuf_1
ys_cells=4349
edf_count=124
ys_chip_area_um2=31400
synth_top_cell_by_count=nand2_1
flop_cell=dfxtp_1
ys_warn_count=0
synth_area_um2=31400
top_cell_area_share_pct=16.4
avgSynthCellArea_um2=7.22
syn-instance-count=4349
synth.area.top_cells=dfxtp_1, edfxtp_1, nand2_1
async_reset_ff_share_pct=0
yosysSeqAreaShare_pct=28.3
synth_cell_types=102

[clock_network]
ctsResizeCount=0
numCtsBuffers=3
tritoncts=done
path_clk_slew_ps=70
cts_root_buf=clkbuf_16
hold_buffers=0
cts_buffer_depth=2
htree_levels=1
post_cts_buffers=0
clock_latency_ps=260

[detailed_routing]
wl_per_cell_um=23.4
vias=33271
drc=0
ant_nets=0
routed_wirelength_mm=129
drt_iter0_markers=3790
vias_per_cell=6.05
first_pass_iters=9

[finish]
comb_area_um2=20800
layout-drive-gt1-share_pct=6.39
synthToLayoutAreaGrowth_pct=5.29
stdcell_count=5501
seqCellArea_um2=8900
n_fill_cell=11090

[global_route]
grt_max_degree=175
grt_pass1_vias=29932
track_usage_pct=24.1
grt-ovfl-total=0
grt_pass1_wl_mm=195
grt_antenna_before_repair=3

[min_path]
min_path_type=reg2reg
min_from=clkcount[25]

[outcome]
status=completed

-- logic make-up (layout without fill, tap and decap cells) --
group	after synthesis	in the layout	share of synthesized area, %
simple gates	2124	2124	33.2
buf+inv	447	215	5.91
xor+xnor	178	178	4.97
mux	112	112	3.59
compound gates	1074	1074	22.8
fa+ha+maj	32	32	1.28
other cells	0	4	0
flops	382	382	28.3
-- through the flow --
| stage | worst slack (ps) | instance area, um2 | utilization (%) | power, mW | hold slack, ps |
|---|---|---|---|---|---|
| after floorplan | 4770 | 31400 | - | 0.507 | 350 |
| after global placement | 4540 | 33000 | 31.8 | 0.677 | 348 |
| after detailed placement | 4550 | 33000 | 31.8 | 0.677 | 349 |
| after CTS | 4540 | 33000 | 31.9 | 0.817 | 360 |
| after global routing | 4400 | 33000 | 31.9 | 0.868 | 366 |
| final | 4550 | 33100 | 31.9 | 0.826 | 360 |
-- report_power, final --
part	total (mW)	leakage [nW]	internal (mW)	switching (mW)
clock	0.136	0.0371	0.0834	0.0528
sequential	0.184	3.33	0.184	0
combinational	0.505	8.66	0.132	0.373
-- registers in the layout, summed over array words and instances, names as in the netlist --
register and flops:
blockdirection 1, clkcount 26, cycle 1, error 1
headx 32, heady 32, hex0_d 7, hex1_d 7
hex2_d 7, hex3_d 7, hex_d 8, length 32
record 217, regp 4
-- cells in the final DEF (no fill, tap or decap), types with 40 or more instances in the layout --
cell type | synthesis | final
nand2_1 | 864 | 863
edfxtp_1 | 124 | 124
o211ai_1 | 153 | 153
o31ai_1 | 46 | 45
inv_1 | 45 | 43
nand2b_1 | 42 | 42
and2_1 | 57 | 57
and3_1 | 59 | 58
or2_2 | 46 | 46
a211oi_1 | 41 | 41
nor4_1 | 97 | 89
nor3_1 | 151 | 148
a21oi_1 | 342 | 342
nor2_1 | 249 | 245
xor2_1 | 51 | 50
xnor2_1 | 127 | 127
nand4_1 | 124 | 124
dfxtp_1 | 258 | 255
or4_1 | 40 | 40
o21ai_0 | 143 | 142
nand3_1 | 216 | 215
mux2i_1 | 106 | 106
or3_1 | 49 | 49
buf_4 | 29 | 120
a31oi_1 | 42 | 41
-- final cells by class --
type	count	area share, %
multi-input combinational	3520	63.0
sequential	382	26.9
tap	1380	5.22
timing repair buffer	160	3.97
inverter	51	0.594
clock buffer	3	0.227
antenna	4	0.0303
clock inverter	1	0.0227
-- path summary, 6_finish.rpt --
kind	depth (start not counted)	slack [ps]	endpoint
worst max-delay path	7	4550	clkcount[25]
worst min-delay path	0	360	cycle
worst max register to register	7	4550	clkcount[25]
worst min register to register	0	360	cycle
-- per-layer routing --
metal	GRT usage, %	wire length [um]	up-vias	share of wire [%]
met5	0	0	-	0
met4	8.07	5310	0	4.1
met3	5.67	13200	303	10
met2	33.8	53500	1626	42
met1	36.7	56900	15861	44
li1	-	-	15481	-
Power figures rest on the tool's default switching activity, not on a simulated workload.
